===== flow/design.v =====
module timer_six(input wire [3:0] data, input wire loadn,input wire clk,input wire clrn, input wire en,
               output reg [3:0]  out, output wire tc, output reg zero );
assign tc = (en & ~out[0] & ~out[1] & ~out[2] & ~out[3]);
initial begin
    out  = 0;
end
always @(posedge clk,negedge clrn)
    begin
        if(~clrn)
        begin
            out <= 0;
            zero <= 1;
        end
        else if(~loadn)
            begin
                out <= data;
                zero <= (data==0)? 1 : 0;
            end
        else if(en)
        begin
            if(out==0)
            begin
                zero <= 0;
                out <= 5;
            end
            else if(out==1)
            begin
                zero <= 1;
                out <= out-1;
            end
            else
            begin
                zero <= 0;
                out <= out-1;
            end
        end
    end
endmodule

===== flow/constraint.sdc =====
current_design timer_six

set clk_period 2.3
set clk_io_pct 0.2

create_clock -name clk0 -period $clk_period [get_ports {clk}]

set non_clock_inputs [all_inputs -no_clocks]
set_input_delay [expr $clk_period * $clk_io_pct] -clock clk0 $non_clock_inputs
set_output_delay [expr $clk_period * $clk_io_pct] -clock clk0 [all_outputs]

===== flow/config.mk =====
export PLATFORM = sky130hd
export DESIGN_NAME = timer_six
export DESIGN_NICKNAME = timer_six
export VERILOG_FILES = /design/flow/design.v
export SDC_FILE = /design/flow/constraint.sdc
export NUM_CORES = 4
export LEC_CHECK = 1
export CORE_AREA = 10 10 70 70
export DIE_AREA = 0 0 80 80

===== flow/run.sh =====
#!/bin/bash
# OpenROAD 26Q1-2900-gdf79404cd8, Yosys 0.63+post, stock flow scripts
make -C /OpenROAD-flow-scripts/flow DESIGN_CONFIG=/design/flow/config.mk WORK_HOME=/design/flow/orfs finish

==> results.py <==
# Flow results
metrics = {
    "placed_design": {
        "port_buffers": 13,
        "dp_slack_ps": 144,
        "gp_congestion": 0.850,
        "dp_hpwl_um": 659,
    },
    "clocking": {
        "cts_hold_buf": 0,
        "cts_resized": 0,
        "numCtsBuffers": 3,
        "clock_latency_ps": 240,
        "cts_tree": "done",
        "clk_path_buf_depth": 2,
        "clkTransAtPathRegs_ps": 40,
        "h-tree-depth": 1,
        "post_cts_buffers": 0,
        "ctsRootBufferMaster": "clkbuf_4",
        "clock_sinks": 5,
    },
    "power": {
        "p_int_mw": 0.202,
        "pwr_density_cell_nw_per_um2": 527,
        "power.switching_mw": 0.0633,
        "netSwitchingFraction_pct": 23.8,
        "p_leak_nw": 0.180,
        "combPwrFrac_pct": 21.6,
        "ir_drop_mv": 0.115,
        "p_seq_share_pct": 41.2,
        "clockPowerShare_pct": 37.2,
    },
    "synth": {
        "top_cell_area_share_pct": 36.7,
        "syn_area_per_cell_um2": 10.1,
        "synth_flops": 5,
        "synth_seq_share_pct": 46.3,
        "yosysChipArea_um2": 273,
        "yosysUniqueCellTypes": 19,
        "synth_top_cell_by_count": "dfrtp_1",
        "synth_cells": 27,
        "top_area_cell": "dfrtp_1",
        "edf_count": 0,
        "synthTopCellsByCount": "4 x dfrtp_1, 3 x nor2_1, 2 x a31oi_1, 2 x nand2b_1, 2 x o21ai_1",
        "syn_area_um2": 273,
        "area_leaders": "dfrtp_1 37%, dfstp_2 9.6%, a31oi_1 4.6%",
        "yosysWarningCount": 1,
        "synth_stat.cells": 27,
        "yosys_most_used_dff": "dfrtp_1",
        "synthArstFlopShare_pct": 100,
    },
    "routing": {
        "finalWirelength_um": 803,
        "avgViaCountPerCell": 3.09,
        "drt-wirelength-per-cell_um": 8.73,
        "detail-route-antenna-nets": 0,
        "vias": 284,
        "drt_iter0_drc": 29,
        "n_antenna_cell": 0,
        "first_pass_iters": 4,
        "drcViolationCount": 0,
    },
    "global_routing": {
        "antenna_found_initial": 0,
        "grt-ovfl-total": 0,
        "grt_pass1_wl_um": 1330,
        "grt_max_degree": 11,
        "grt_util_all_layers_pct": 2.56,
        "first_global_vias": 303,
    },
    "sta": {
        "tightest_slew_ps": 244,
        "hold_violations": 0,
        "slew_headroom_pct": 83.5,
        "fin_crit_sh_pct": 94.0,
        "period_needed_ps": 2160,
        "setup_tns_ps": 0,
        "fin_worst_skew_ps": 6.08,
        "rsz0062_at_grt": "no",
        "slew_violations": 0,
        "finalSetupViolCount": 0,
        "setup_ws_ps": 139,
        "clock.fmax_ghz": 0.463,
    },
    "die": {
        "core_region_area_um2": 3420,
        "initial_utilization_pct": 7.99,
        "fp-row-count": 21,
        "ioPinCount": 14,
        "die_area_um2": 6400,
        "dieHeight_um": 80,
        "die_width_um": 80,
    },
    "hold_path": {
        "hold_path_class": "input port to async pin",
    },
    "critical_path": {
        "regToRegSetupSlack_ps": 1120,
        "critPathMaxFanout": 2,
        "cp-start-kind": "input port",
        "cp.arrival_ps": 1700,
        "required_ps": 1840,
        "endpoint_kind": "primary output",
        "path_class": "input port to primary output",
    },
    "flow_run": {
        "maxCapViolCount": 0,
        "warnings": 25,
    },
    "layout": {
        "layout-drive-gt1-share_pct": 21.7,
        "area_growth_pct": 84.9,
    },
    "status": {
        "outcome": "completed",
    },
}
[kinds of logic after synthesis]
kind of cell	after synthesis	share of synthesized area, %
buf+inv	2	3.21
xor+xnor	1	3.21
simple gates	12	29.4
compound gates	7	17.9
flops	5	46.3
[worst paths after layout]
path                       startpoint     end  depth (start not counted)
max in group asynchronous        clrn    zero                          1
min in group clk0                zero    zero                          2
hold reg to reg                  zero    zero                          2
setup reg to reg               out[0]  out[3]                          4
setup / recovery                   en      tc                          4
hold / removal                   clrn  out[2]                          1
[power by group through the flow]
stage / registers (mW) / clock network [mW] / logic, mW
after global routing: 0.111 / 0.112 / 0.0631
after CTS: 0.110 / 0.102 / 0.0583
final: 0.110 / 0.0987 / 0.0575
[area by class of cell]
cell class / count / area (um^2)
clock buffer: 4 / 26.3
fill: 391 / 2910
inverter: 1 / 3.75
multi-input combinational: 20 / 138
sequential: 5 / 126
tap: 46 / 57.6
timing repair buffer: 16 / 153
[state kept, by name, indices dropped and copies added (netlist names)]
name and flops:
out 4, zero 1
[stage by stage]
step	area, um^2	util (%)	hold WS, ps	instances	power [mW]
3_5_place_dp	478	14.0	533	88	0.169
2_1_floorplan	273	-	164	27	0.126
4_1_cts	504	14.8	446	92	0.270
3_3_place_gp	478	14.0	523	88	0.168
6_report	504	14.8	445	92	0.266
5_1_grt	504	14.8	462	92	0.286
[worst max-delay path, cell delays in order]
cell and delay, ps:
clkdlybuf4s50_1 480, nand2b_1 70, nor4_1 180, clkdlybuf4s50_1 510
[cells in the final DEF (no fill, tap or decap)]
cell             Yosys  routed
a21oi_1              1       1
a31oi_1              2       2
buf_4                0       3
clkbuf_1             0       1
clkbuf_4             0       3
clkdlybuf4s50_1      0      13
dfrtp_1              4       4
dfstp_2              1       1
inv_1                1       1
nand2_1              1       1
nand2b_1             2       2
nand3b_1             1       1
nand4b_1             1       1
nor2_1               3       3
nor3b_2              1       1
nor4_1               1       1
o211ai_2             1       1
o21ai_1              2       2
o311ai_1             1       1
or3_1                1       1
or4_4                1       1
xnor2_1              1       1
[layer usage]
| layer | vias up | routed length (um) | GRT usage [%] |
|---|---|---|---|
| met5 | - | 0 | 0 |
| met4 | 0 | 4 | 0.704 |
| met3 | 2 | 139 | 1.59 |
| met2 | 17 | 310 | 3.77 |
| met1 | 124 | 349 | 3.02 |
| li1 | 141 | - | - |
Power and IR drop assume default switching activity.
