===== /design/flow/design.v =====
module decoder(
    input wire [3:0] sec_one, 
    input wire [3:0]sec_two, 
    input wire [3:0]min,
    output wire [6:0] sec_one_segs, 
    output wire [6:0] sec_two_segs, 
    output wire [6:0] min_segs
);
    assign sec_one_segs = (sec_one == 4'b0000)? 7'b1111110:
                          (sec_one == 4'b0001)? 7'b0110000:
                          (sec_one == 4'b0010)? 7'b1101101:
                          (sec_one == 4'b0011)? 7'b1111001:
                          (sec_one == 4'b0100)? 7'b0110011:
                          (sec_one == 4'b0101)? 7'b1011011:
                          (sec_one == 4'b0110)? 7'b1011111:
                          (sec_one == 4'b0111)? 7'b1110000:
                          (sec_one == 4'b1000)? 7'b1111111:
                          (sec_one == 4'b1001)? 7'b1110011:
                          8'bXXXX_XXXX;
    assign sec_two_segs = (sec_two == 4'b0000)? 7'b1111110:
                          (sec_two == 4'b0001)? 7'b0110000:
                          (sec_two == 4'b0010)? 7'b1101101:
                          (sec_two == 4'b0011)? 7'b1111001:
                          (sec_two == 4'b0100)? 7'b0110011:
                          (sec_two == 4'b0101)? 7'b1011011:
                          (sec_two == 4'b0110)? 7'b1011111:
                          (sec_two == 4'b0111)? 7'b1110000:
                          (sec_two == 4'b1000)? 7'b1111111:
                          (sec_two == 4'b1001)? 7'b1110011:
                          8'bXXXX_XXXX;
    assign min_segs =     (min == 4'b0000)? 7'b1111110:
                          (min == 4'b0001)? 7'b0110000:
                          (min == 4'b0010)? 7'b1101101:
                          (min == 4'b0011)? 7'b1111001:
                          (min == 4'b0100)? 7'b0110011:
                          (min == 4'b0101)? 7'b1011011:
                          (min == 4'b0110)? 7'b1011111:
                          (min == 4'b0111)? 7'b1110000:
                          (min == 4'b1000)? 7'b1111111:
                          (min == 4'b1001)? 7'b1110011:
                          8'bXXXX_XXXX;
endmodule

===== /design/flow/run.sh =====
#!/bin/bash
# OpenROAD 26Q1-2900-gdf79404cd8, Yosys 0.63+post, stock flow scripts
make -C /OpenROAD-flow-scripts/flow DESIGN_CONFIG=/design/flow/config.mk WORK_HOME=/design/flow/orfs finish

===== /design/flow/config.mk =====
export PLATFORM = sky130hd
export DESIGN_NAME = decoder
export DESIGN_NICKNAME = decoder
export VERILOG_FILES = /design/flow/design.v
export SDC_FILE = /design/flow/constraint.sdc
export NUM_CORES = 4
export LEC_CHECK = 1
export CORE_AREA = 10 10 70 70
export DIE_AREA = 0 0 80 80

===== /design/flow/constraint.sdc =====
current_design decoder

set clk_period 2.0
set clk_io_pct 0.2

create_clock -name clk0 -period $clk_period

set non_clock_inputs [all_inputs -no_clocks]
set_input_delay [expr $clk_period * $clk_io_pct] -clock clk0 $non_clock_inputs
set_output_delay [expr $clk_period * $clk_io_pct] -clock clk0 [all_outputs]

==> results.txt <==
Synth unique cells = 22
Synth Warn # = 0
Synth Area in Simple Gates = 0.395
Part of the cycle the worst path needs = 0.979
CP Class = in -> out
Slew headroom = 0.873
Worst path slowest cell = or4b_4
Die Y = 80 µm
RSZ-0062 raised after global routing = no
Antenna viol nets, final = 0
Vias = 490
Pins Over Slew Limit = 0
Post-Synthesis Cells = 50
Antenna Cells = 0
# Cells Yosys = 50
Initial antenna violation count = 0
Number of I/O pins = 33
Setup crit start kind = input port
Core footprint = 3420 µm²
Largest net degree at the start of global routing = 10
Vias in the first global route = 434
Hold-fix buffers, CTS = 0
HPWL after DPL = 1140 µm
Critical Path RT = 1.60 ns
TritonRoute pass-1 iters = 4
Crit end category = output port
Logic area = 335 µm²
IO buf count = 33
Syn Area/Cell = 7.36 µm²
Pwr Density = 181 nW/µm²
Fraction of layout cells with a size suffix above 1 = 0.326
CP peak stage delay = 0.52 ns
Worst-Margin Slew = 0.191 ns
YS chip area = 368 µm²
Post-Synthesis Cell Area = 368 µm²
First-pass GRT wire length = 2030 µm
Initial cell density of the core = 0.108
Die X = 80 µm
Grt ovf = 0
Worst-path fanout max = 5
Maxcap violations = 0
Comb area leader = simple AND/OR/NAND/NOR gates
Log Warnings = 33
Peak VDD IR = 0.0452 mV
Seq/Total Area, Yosys = 0
Remaining DRCs = 0
Fill cells = 375
Routability congestion estimate = 0.718
Final Non-Filler Cells = 135
Fmax = 511 MHz
Adder share = 0.0544
LEAKAGE = 0.318 nW
Row Count = 21
Die Area = 6400 µm²
Min-delay worst type = in -> out
Fin crit period = 1.96 ns
Yosys aoi share = 0.224
Avg WL per Cell = 9.90 µm
Registers = 0
Aggregate global-route resource usage = 0.0360
Placed Cells = 135
Starting DRC count in detailed routing = 2
Critical path, cell by cell = clkdlybuf4s15_1 > or4b_4 > clkdlybuf4s50_1
Total wire length = 1340 µm
Arrival time at the worst endpoint = 1.56 ns
MUX share of area = 0
# Post-CTS Setup Buffers = 0
Worst path top cell family by delay = buffers and inverters
Outcome = finished clean
Final setup violating endpoints = 0
Hold Vio Cnt, Final = 0
P&R area growth vs syn = 115%
Final core area utilization = 0.232
Clock buffers = 0
Vias per cell = 3.63
Register area = 0 µm²
XOR-XNOR Cells, Area Fraction = 0.190
Worst path bufs/invs = 2
-- tightest hold or removal path: stages --
cell,delay (ns)
buf_2,0.13
or4b_4,0.13
dlymetal6s2s_1,0.08
-- through the flow --
step	power, mW	TNS [ns]	hold slack [ns]	worst slack (ns)	area, µm²
after global routing	0.160	0	1.19	0.00462	791
after detailed placement	0.152	-6.12	1.81	-0.387	796
final	0.143	0	1.14	0.0419	791
after floorplan	0.0536	0	0.830	0.595	368
after CTS	0.147	-0.0222	1.45	-0.0222	786
after global placement	0.151	-5.99	1.81	-0.355	796
-- power by group --
part / internal, mW / total (mW) / switching, mW / leakage [nW]
combinational: 0.0938 / 0.143 / 0.0497 / 0.318
sequential: 0 / 0 / 0 / 0
clock: 0 / 0 / 0 / 0
-- Yosys cell counts --
master    count  share of area
buf_6         2          0.061
a211oi_1      2          0.041
nand2_1       2          0.020
a21o_1        1          0.020
maj3_1        2          0.054
nand3_1       1          0.014
buf_4         2          0.041
o21bai_1      1          0.020
xor2_1        3          0.071
or4b_4        2          0.075
a211o_1       2          0.048
nor2_1        2          0.020
inv_1         2          0.020
xnor2_1       5           0.12
a211oi_2      1          0.034
a21boi_0      1          0.020
or3_1         8           0.14
clkbuf_2      1          0.014
nand2b_1      5          0.085
o21ai_0       3          0.041
nor2b_2       1          0.024
nand3b_1      1          0.020
-- kinds of logic after synthesis --
family | after synthesis
simple gates | 22
compound gates | 11
fa+ha+maj | 2
buf+inv | 7
xor+xnor | 8
-- layout by cell type (no fill, tap or decap), types with 2 or more instances in the layout --
master	instances
a211o_1	2
a211oi_2	3
buf_2	6
buf_4	11
clkdlybuf4s15_2	3
clkdlybuf4s50_1	17
dlymetal6s2s_1	4
maj3_1	2
nand2_1	2
nand2b_1	5
o21ai_0	3
or3_1	8
or4b_4	2
xnor2_1	5
xor2_1	3
-- area by class of cell --
type               instances  area share
inverters                  2     0.00949
multi-input cells         43       0.424
well taps                 46      0.0728
repair buffers            44       0.494
-- final timing paths --
check             startpoint              end  cells after the start
hold / removal    sec_one[2]  sec_one_segs[4]                      3
setup / recovery  sec_two[3]  sec_two_segs[4]                      3
-- layer usage --
metal | routed length (µm) | up-vias | GRT usage
met1 | 606 | 216 | 0.0461
met2 | 589 | 19 | 0.0610
met4 | 0 | 0 | 0
met3 | 140 | 0 | 0.0114
met5 | 0 | - | 0
li1 | - | 255 | -
-- repair_timing --
action | CTS | global route
endpoints found under the setup margin | 21 | 11
pin swaps | 1 | 0
gates resized | 38 | 12
Power figures rest on the tool's default switching activity, not on a simulated workload.
