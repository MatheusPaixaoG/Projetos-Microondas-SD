--- /design/flow/config.mk ---
export PLATFORM = sky130hd
export DESIGN_NAME = decodificador_hep
export DESIGN_NICKNAME = decodificador_hep
export VERILOG_FILES = /design/flow/design.v
export SDC_FILE = /design/flow/constraint.sdc
export NUM_CORES = 4
export LEC_CHECK = 1
export CORE_AREA = 10 10 70 70
export DIE_AREA = 0 0 80 80
--- /design/flow/constraint.sdc ---
current_design decodificador_hep

set clk_period 2.0
set clk_io_pct 0.2

create_clock -name clk0 -period $clk_period

set non_clock_inputs [all_inputs -no_clocks]
set_input_delay [expr $clk_period * $clk_io_pct] -clock clk0 $non_clock_inputs
set_output_delay [expr $clk_period * $clk_io_pct] -clock clk0 [all_outputs]
--- /design/flow/design.v ---
module  decodificador_hep (
    input wire [3:0] s_ones,
    input wire [3:0] s_tens,
    input wire [3:0] min,
    output wire [6:0] s_ones_segs ,
    output wire [6:0] s_tens_segs ,
    output wire [6:0] min_segs    
);
    assign s_ones_segs =(s_ones == 4'b0000)? 7'b1111110: 
                          (s_ones == 4'b0001)? 7'b0110000: 
                          (s_ones == 4'b0010)? 7'b1101101: 
                          (s_ones == 4'b0011)? 7'b1111001: 
                          (s_ones == 4'b0100)? 7'b0110011: 
                          (s_ones == 4'b0101)? 7'b1011011: 
                          (s_ones == 4'b0110)? 7'b1011111: 
                          (s_ones == 4'b0111)? 7'b1110000: 
                          (s_ones == 4'b1000)? 7'b1111111: 
                          (s_ones == 4'b1001)? 7'b1110011: 
                          8'bXXXX_XXXX ;
    assign s_tens_segs =(s_tens == 4'b0000)? 7'b1111110: 
                          (s_tens == 4'b0001)? 7'b0110000: 
                          (s_tens == 4'b0010)? 7'b1101101: 
                          (s_tens == 4'b0011)? 7'b1111001: 
                          (s_tens == 4'b0100)? 7'b0110011: 
                          (s_tens == 4'b0101)? 7'b1011011: 
                          (s_tens == 4'b0110)? 7'b1011111: 
                          (s_tens == 4'b0111)? 7'b1110000: 
                          (s_tens == 4'b1000)? 7'b1111111: 
                          (s_tens == 4'b1001)? 7'b1110011: 
                          8'bXXXX_XXXX ;
    assign min_segs =     (min == 4'b0000)? 7'b1111110: 
                          (min == 4'b0001)? 7'b0110000: 
                          (min == 4'b0010)? 7'b1101101: 
                          (min == 4'b0011)? 7'b1111001: 
                          (min == 4'b0100)? 7'b0110011: 
                          (min == 4'b0101)? 7'b1011011: 
                          (min == 4'b0110)? 7'b1011111: 
                          (min == 4'b0111)? 7'b1110000:
                          (min == 4'b1000)? 7'b1111111: 
                          (min == 4'b1001)? 7'b1110011: 
                          8'bXXXX_XXXX ; 
endmodule
--- /design/flow/run.sh ---
#!/bin/bash
# OpenROAD 26Q1-2900-gdf79404cd8, Yosys 0.63+post, stock flow scripts
make -C /OpenROAD-flow-scripts/flow DESIGN_CONFIG=/design/flow/config.mk WORK_HOME=/design/flow/orfs finish
==> metrics.yaml <==
status: "complete, no violations"
cap_viol_max_count: 0
cp_slowest_cell: "or4b_4"
grt_pass1_wl_mm: 2.028
place_congestion: 0.7182
path_max_fanout: 5
chipArea_mm2: 0.006400
rsz0062_at_grt: "no"
max_stage_delay_ns: 0.52
holdWs_ns: 1.139
finalHoldViolCount: 0
cts_hold_buf: 0
postSynthCellCount: 50
design.seq.count: 0
die_x_um: 80
grt_pass1_vias: 434
hold_path_class: "in2out"
fp_util_pct: 10.77
period_needed_ns: 1.958
die-height_um: 80
yosysSeqAreaShare_pct: 0
use_met1_pct: 4.614
final_cells: 135
ff_latch_area_um2: 0
ant_nets: 0
yosysUniqueCellTypes: 22
drt_wl_total_mm: 1.337
dr.pass1.iters: 4
drive_gt1_share_pct: 32.58
ir_worst_vdd_uv: 45.15
grt_busiest_layer: "met2"
crit_family: "buffers and inverters"
drt_iter0_markers: 2
cp.required_ns: 1.60
area_delta_synth_final_pct: 115.0
synth_area_per_cell_um2: 7.357
grt_max_degree: 10
yosys_warnings: 0
critPathLaunchType: "input pin"
placed_cells: 135
drc: 0
warnings: 33
crit_chain: "clkdlybuf4s15_1 > or4b_4 > clkdlybuf4s50_1"
final_util_pct: 23.15
gr-usage-all-layers_pct: 3.602
fill_cells: 375
leakage_nw: 0.3180
place_hpwl_mm: 1.141
synth_chip_area_um2: 367.9
syn-cell-area_um2: 367.9
num_rows: 21
drv_slew: 0
fmax_mhz: 510.7
met3_usage_pct: 1.136
vias_per_cell: 3.630
via_count: 490
grt_use_met2_pct: 6.100
slew_headroom_pct: 87.27
path_class: "in2out"
avgRoutedWirePerCell_um: 9.904
holdCritStartpoint: "s_ones[2]"
placed_cell_area_um2: 795.8
cp-end-kind: "output pin"
tightest_slew_ns: 0.1906
antenna_found_initial: 0
io_buffers: 33
power_density_mw_per_mm2: 181.4
ys_cells: 50
nClkBuffers: 0
postLayoutCellArea_um2: 790.8
ios: 33
gr-total-overflow: 0
num_antenna_cells: 0
setup_viol: 0
core_mm2: 0.003416
finalCritPeriodShare_pct: 97.91
cp.arrival_ns: 1.56
crit_buf_inv: 2
critPathLaunch: "s_tens[3]"
cts_setup_buffers: 0
-- final timing paths --
| path | endpoint | slack (ns) | depth (start not counted) |
|---|---|---|---|
| worst max-delay path | s_tens_segs[4] | 0.04 | 3 |
| worst min-delay path | s_ones_segs[4] | 1.14 | 3 |
-- final cells by class --
type	instances	area, um^2	area share, %
timing repair buffer	44	390.4	49.37
tap	46	57.56	7.278
multi-input combinational	43	335.3	42.41
inverter	2	7.507	0.9494
-- timing repair --
action	4_1_cts	5_1_grt
resized	38	12
setup endpoints to repair	21	11
pin swaps	1	0
-- layer usage --
layer / routed length [um] / share of wire [%]
met2: 589 / 44
met4: 0 / 0
met5: 0 / 0
met1: 606 / 45
met3: 140 / 10
-- cells in the mapped netlist (2+ instances only) --
| cell type | number | share of area [%] |
|---|---|---|
| or3_1 | 8 | 14 |
| nand2b_1 | 5 | 8.5 |
| xnor2_1 | 5 | 12 |
| o21ai_0 | 3 | 4.1 |
| xor2_1 | 3 | 7.1 |
| a211o_1 | 2 | 4.8 |
| a211oi_1 | 2 | 4.1 |
| buf_4 | 2 | 4.1 |
| buf_6 | 2 | 6.1 |
| inv_1 | 2 | 2.0 |
| maj3_1 | 2 | 5.4 |
| nand2_1 | 2 | 2.0 |
| nor2_1 | 2 | 2.0 |
| or4b_4 | 2 | 7.5 |
-- metrics by stage --
stage          power, mW  worst slack [ns]  setup TNS [ns]
2_1_floorplan    0.05362            0.5952               0
3_3_place_gp      0.1511           -0.3553          -5.991
3_5_place_dp      0.1520           -0.3866          -6.115
4_1_cts           0.1471          -0.02218        -0.02218
5_1_grt           0.1596          0.004619               0
6_report          0.1435           0.04189               0
-- layout by cell type, fill, tap and decap left out, types with 3 or more instances in the layout --
cell,count
dlymetal6s2s_1,4
or3_1,8
xor2_1,3
clkdlybuf4s15_2,3
a211oi_2,3
buf_2,6
o21ai_0,3
xnor2_1,5
clkdlybuf4s50_1,17
nand2b_1,5
buf_4,11
-- cells by family after synthesis --
group / count (synthesis) / synth area share, %
fa+ha+maj: 2 / 5.442
compound gates: 11 / 22.45
simple gates: 22 / 39.46
xor+xnor: 8 / 19.05
buf+inv: 7 / 13.60
-- report_power, final --
group,switching (mW),internal (mW)
sequential,0,0
combinational,0.0497,0.0938
clock,0,0
total,0.0497,0.0938
-- tightest hold or removal path, delay by kind of cell --
family,cells,cell delay (ns)
buf+inv,2,0.21
simple gates,1,0.13
No activity file was given, so power comes from the tool's default toggle rates.
